==> design/flow/config.mk <==
export PLATFORM = sky130hd
export DESIGN_NAME = mem
export DESIGN_NICKNAME = mem
export VERILOG_FILES = /design/flow/design.v
export SDC_FILE = /design/flow/constraint.sdc
export NUM_CORES = 4
export LEC_CHECK = 1
export CORE_UTILIZATION = 50
export SYNTH_HDL_FRONTEND = slang
export SYNTH_MEMORY_MAX_BITS = 65536
==> design/flow/constraint.sdc <==
current_design mem

set clk_period 28.1
set clk_io_pct 0.2

create_clock -name clk0 -period $clk_period [get_ports {clk}]

set non_clock_inputs [all_inputs -no_clocks]
set_input_delay [expr $clk_period * $clk_io_pct] -clock clk0 $non_clock_inputs
set_output_delay [expr $clk_period * $clk_io_pct] -clock clk0 [all_outputs]
==> design/flow/design.v <==
module mem (
  input  logic        clk, we,
  input  logic [31:0] a, wd,
  output logic [31:0] rd,
  input  logic  [3:0] wm);
  logic  [31:0] RAM [0:255];
  initial
    $readmemh("riscv.hex", RAM);
  always_ff @(posedge clk) begin
    if (we) begin
      if(wm[0]) RAM[a[31:2]][ 7:0 ] <= wd[ 7:0 ];
      if(wm[1]) RAM[a[31:2]][15:8 ] <= wd[15:8 ];
      if(wm[2]) RAM[a[31:2]][23:16] <= wd[23:16];
      if(wm[3]) RAM[a[31:2]][31:24] <= wd[31:24];
    end
    rd <= RAM[a[31:2]];
  end
endmodule
==> design/flow/run.sh <==
#!/bin/bash
# OpenROAD 26Q1-2900-gdf79404cd8, Yosys 0.63+post, stock flow scripts
make -C /OpenROAD-flow-scripts/flow DESIGN_CONFIG=/design/flow/config.mk WORK_HOME=/design/flow/orfs finish
==> results.ini <==
[clock_tree]
cts_setup_buffers=0
clock-sinks=8224
path_clk_slew_ns=0.06
cts_resized=0
cts_made_buffers=803
clockBufferDepth=4
hold_buffers=0
cts_tree=yes
ctsRootBufferMaster=clkbuf_16
cts_htree_levels=6
clk_latency_ns=1.14

[global_routing]
grt_max_degree=137
grt_overflow=0
grt_pass1_wl_mm=1130
grtUsageTotal_pct=28.63
antenna_found_initial=50
grt_pass1_vias=166900

[synthesis]
ys_cells=14080
ys_warn_count=0
ys.flops=8224
ys_seq_share_pct=78.81
synth_top_cell_by_area=edfxtp_1
postSynth.asyncResetShare_pct=0
synthTopCellsByArea=edfxtp_1 79%, mux4_2 15%, a22oi_1 2.5%
flop_cell=edfxtp_1
ys_types=20
edf_count=8192
syn_avg_cell_area_um2=22.23
syn_inst=14080
top_area_share_pct=78.61
syn-cell-area_um2=312900
ys_area_um2=312900

[detailed_routing]
num_vias=146500
drt_wl_total_mm=783.7
routedWlPerCell_um=33.30
drtIter0Drc=8891
drcViolationCount=0
antenna_left=0
dr.pass1.iters=7
viasPerCell=6.223

[floorplan]
coreArea_um2=623700
ios=102
std_cell_rows=290
fp-utilization_pct=50.17
die_area_um2=629000
die_w_um=793.1
fp.dieH_um=793.1

[setup_path]
cp_top_family=buffers and inverters
crit_top_cell=buf_4
cp-start-kind=input port
reg2reg_from=RAM[63][17]
path_buffers=10
cp_max_fo=69
crit_path_max_incr_delay_ns=0.83
crit_path_end_kind=flip-flop
critical_path_arrival_ns=13.57
worstPathCellList=buf_16 -> buf_4 -> buf_4 -> buf_4 -> buf_4 -> buf_4 -> buf_4 -> buf_4 -> buf_4 -> mux4_2 -> a22oi_1 -> a21oi_1 -> o41ai_1 -> buf_4 -> nand4_1
crit_type=input port to flip-flop
slowest_stage=o41ai_1
rrSetupSlack_ns=24.85
r2r_end=rd[17]
cp.required_ns=29.06
worstRegToRegCells=6

[worst_hold_path]
hold_depth=5
min_path_type=flip-flop to flip-flop
worstHoldStart=RAM[160][15]
hold_end=rd[15]

[timing]
rsz0062_at_grt=no
max_freq_ghz=0.07927
setup_viol=0
hold_violations=0
max-slew-margin-rel_pct=19.43
period_minus_slack_ns=12.62
tightestPinTransition_ns=1.204
tns_ns=0
worst_slack_ns=15.48
skew_ns=0.06197
fin_hold_ws_ns=0.9085
finalClockPeriodUsage_pct=44.90
drv_slew=0

[power]
p_total_mw=25.08
power_leakage_nw=105.6
p_per_area_nw_per_um2=71.65
ir_drop_mv=0.06827

[place]
pre_cts_ws_ns=14.19
dp_hpwl_mm=462.8
place.gp.congestion=0.8598
dp_cells=22020
place_area_um2=324200
port_buffers=77

[run]
warning_count=74
maxCapViolCount=0

[final_layout]
layout-drive-gt1-share_pct=24.56
layoutNonFillerInstCount=23540
final_core_util_pct=56.11
area_delta_synth_final_pct=11.83
stdcell_area_um2=350000

[run_status]
status=completed

## worst reg2reg max path, stage by stage, from the launching register on
cell	delay [ns]
edfxtp_1	0.35
mux4_2	0.47
a22oi_1	0.38
a21oi_1	0.16
o41ai_1	0.86
buf_4	0.29
nand4_1	0.46
## layout by cell type, fill, tap and decap left out, types with 43 or more instances in the layout
cell type        count
buf_4              458
bufinv_16           68
mux4_2            2048
clkinv_1           178
a21oi_1            512
nor2_1            1040
o41ai_1            115
clkbuf_16          810
edfxtp_1          8192
diode_2             44
clkdlybuf4s50_1     43
nand2_1             68
clkinv_2           136
a22oi_1           1024
clkbuf_1           188
## layer usage
metal  routed length (µm)  track usage [%]
met5                 1478            1.573
met4                31140            8.532
met3               148200            23.89
met2               369600            40.31
met1               233400            34.93
## cell type report
cell class / count / area, µm²
Timing Repair Buffer: 548 / 4653
Fill cell: 43900 / 273800
Clock inverter: 462 / 4439
Multi-Input combinational cell: 4924 / 62540
Tap cell: 8322 / 10410
Sequential cell: 8224 / 246600
Clock buffer: 1012 / 21170
Antenna cell: 44 / 110.1
## how the worst max path moves through the flow
stage	cells past startpoint	startpoint	end
final	15	a[3]	rd[24]
after CTS	15	a[3]	rd[24]
after global routing	15	a[3]	rd[24]
## where the power goes
part	total (mW)	switching (mW)	internal, mW
combinational	1.10	0.727	0.378
sequential	13.5	0.0173	13.5
clock	10.4	4.49	5.96
## state kept, by name, summed over array words and instances (netlist names)
signal  cells
RAM      8192
rd         32
## cell usage after synthesis (8+ instances only)
cell type	n
nor2_1	1042
edfxtp_1	8192
nand4_1	32
mux4_2	2048
dfxtp_1	32
nand3_1	8
buf_2	157
buf_6	38
o41ai_1	128
buf_1	85
a22oi_1	1024
nand2_1	103
nor2b_1	8
clkbuf_1	617
buf_4	34
a21oi_1	512
## cells by family after synthesis
logic type | share of synthesized area, %
flip-flops | 78.81
multiplexers | 14.74
AND/OR/NAND/NOR | 1.503
AND-OR/OR-AND | 3.634
buffers and inverters | 1.311
Power figures rest on the tool's default switching activity, not on a simulated workload.
